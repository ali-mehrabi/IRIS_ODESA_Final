==> design/flow/run.sh <==
#!/bin/bash
# OpenROAD 26Q1-2900-gdf79404cd8, Yosys 0.63+post, stock flow scripts
make -C /OpenROAD-flow-scripts/flow DESIGN_CONFIG=/design/flow/config.mk WORK_HOME=/design/flow/orfs finish
==> design/flow/config.mk <==
export PLATFORM = sky130hd
export DESIGN_NAME = comparator_4in
export DESIGN_NICKNAME = comparator_4in
export VERILOG_FILES = /design/flow/design.v
export SDC_FILE = /design/flow/constraint.sdc
export NUM_CORES = 4
export LEC_CHECK = 1
export CORE_UTILIZATION = 40
==> design/flow/constraint.sdc <==
current_design comparator_4in

set clk_period 14.2
set clk_io_pct 0.2

create_clock -name clk0 -period $clk_period [get_ports {i_clk}]

set non_clock_inputs [all_inputs -no_clocks]
set_input_delay [expr $clk_period * $clk_io_pct] -clock clk0 $non_clock_inputs
set_output_delay [expr $clk_period * $clk_io_pct] -clock clk0 [all_outputs]
==> design/flow/design.v <==
module comparator_4in
#(parameter  p_width = 19)
(
input  i_clk,
input  i_rst_n,
input  [p_width-1:0]  i_a,
input  [p_width-1:0]  i_b,
input  [p_width-1:0]  i_c,
input  [p_width-1:0]  i_d,
output [p_width-1:0]  o_result,
output [3:0]          o_index
);
wire  [3:0]  w_l1, w_l2, w_index;
reg   [3:0]  r_index;
wire         w_z;
wire  [p_width-1:0] w_l3,w_l4;
assign w_z = ((i_a | i_b | i_c | i_d)==0)? 1:0;
assign w_l1 = (i_a>=i_b)? 4'b0001:4'b0010;
assign w_l2 = (i_c>=i_d)? 4'b0100:4'b1000;
assign w_index = w_z? 4'b0000:(w_l3 >= w_l4)? w_l1:w_l2;
assign o_index = r_index;
assign w_l3 = (i_a>=i_b)? i_a:i_b;
assign w_l4 = (i_c>=i_d)? i_c:i_d;
assign o_result = (w_l3 >= w_l4)? w_l3:w_l4;
always @( posedge ~i_clk or negedge i_rst_n)
begin
if(!i_rst_n) 
  r_index <=0;
else 
  r_index <= w_index;
end
endmodule 
==> run summary <==
Results of the run.

The mean number of vias per cell is 5.06. The number of flip-flops in the largest register is 4. In the final routed layout, each cell accounts on average for 14.6 um. The xor and xnor fraction of the mapped netlist area is 0. The number of setup violations in the final report is 0.

STA classifies the critical path endpoint as a register. For the worst setup path, the data required time is 7180 ps. In the post-route analysis, the smallest setup slack over all paths is 250 ps. The most frequently used library cell after synthesis is inv_1. The simple-gate area share of the yosys netlist is 0.163.

The post-synth design cell area is 2630 um^2. Measured on the finished design, the core utilization comes to 0.619. The detailed router placed 2,740 vias in this run. Of the total power, combinational logic draws 0.831. Of the total power, the share spent switching nets is 0.386. After clock tree synthesis, the clock-pin slew on the worst setup and hold paths is 30 ps. The detailed placer's ending HPWL is 7000 um. For reference, the top cells by count after synthesis are inv_1 (81), ha_1 (75), mux2i_1 (36).

The type recorded for the worst min-delay path is input pin to output pin. The cell row count is 29. The share of synthesized cell area in and-or and or-and compound cells is 0.166.

The number of DRC markers in iteration 0 is 120. The pre-antenna-repair detailed-routing pass consisted of 5 iterations. The count of clock tree sinks is 4. The count of nets left with antenna violations after detail routing is 0.

For this design the total switching power over the nets is 0.0877 mW. After detailed routing, the number of remaining DRC violations is 0. Of the post-synthesis cell area, the dominant cell type holds 0.357. Setup repair after global routing left no endpoint under its margin. In this run the full chip footprint comes out at 6890 um^2. The final tally of max-slew violations is 0. ha_1 takes more of the synthesized area than any other cell.

The number of global-route vias before repair was 2,575. TritonCTS built the clock tree. Timing analysis after detailed placement gives a worst setup slack of -113 ps.

The horizontal extent of the die is 83.0 um. The placed standard-cell area is 3790 um^2. The sequential element share of the synthesized area is 0.0381. The category of the critical setup timing path is input pin to register. The first-pass GRT wire length is 12,600 um. Buffers placed on the I/O ports in this run total 100. The fraction of synthesis flops using an asynchronous set or reset pin is 1.00.

The synthesized instance count is 352. The share of total power dissipated in the clock network is 0.104. The maximum buffer depth of the clock tree is 2.

The synth_stat.txt file lists the number of cells as 352. The largest family of logic cells by area is adder cells. The multiplexer share of the synthesized area is 0.143. The tool flagged a number of max-cap violations equal to 0.

Global routing finished with a remaining overflow of 0. Per the gpl log, the routability congestion estimate is 0.910. The final design area excluding fillers is 3930 um^2. The area figure in the yosys stat output is 2630 um^2. The placeable core area is 6350 um^2. The synthesis-stage register bit count is 4. The signal arrival time at the worst endpoint is 6930 ps.

The final antenna diode count is 0. In this run, post-CTS hold repair placed 0 buffers. The number of antenna violations at the first check in global routing is 0. Warnings reported by Yosys during synthesis add up to 1. The routed wire length is 7910 um. The tree is rooted in a clkbuf_8. Per the CTS log, the maximum H-tree level is 1. The power per standard cell area is 57.9 nW/um^2. In the synthesized netlist the dominant register cell turns out to be dfrtn_1.

For this design the static power due to leakage is 2.11 nW. Entering global routing, the biggest net connects 16 pins. The startpoint type of the worst setup path is an input pin.

According to the I/O placement log, the pin count is 101. The largest vdd supply drop is 0.0657 mV. The filler cells instantiated in the layout total 546. The height of the die is 83.0 um. The adder-cell share of the synthesized area is 0.357. The largest driver fanout on the critical path is 15. Summing over the stages, the warning tally comes to 45.

The worst relative slew slack is 0.604. The run finished with clean final reports. The registers reported with the highest flop counts are r_index (4). Clock tree synthesis inserted a total of 3 buffers.

From synthesis to final layout, the design area changed by 49.8%. The share of total power dissipated in sequential elements is 0.065. The largest register by flop count is r_index. The main area contributors are ha_1 (36%), mux2i_1 (14%), inv_1 (12%). In the power breakdown, the internal column shows 0.140 mW. The fraction of layout instances using a drive strength above 1 is 0.0754.

The pin closest to its max-slew limit shows a slew of 588 ps. For this configuration, the core starts out at a cell density of 0.413. Counting distinct cell types in the post-synthesis netlist gives 41. The count of flip-flops with a built-in enable after synthesis is 0. A synthesized cell averages 7.46 um^2. The global-route usage over all layers is 0.230. The final timing report lists a hold violation count of 0.
-- what timing repair did --
action                     4_1_cts  5_1_grt
setup endpoints to repair        0        4
buffers inserted                 0        2
resized                          0       14
-- through the flow --
step                      power [mW]  TNS [ps]  hold slack, ps  cells
final                          0.227         0            6760    541
after global routing           0.250         0            6800    541
after CTS                      0.224         0            6770    538
after detailed placement       0.198      -353            6770    535
after global placement         0.198      -258            6780    535
after floorplan                0.107         0            5790    352
-- final cells by class --
cell class | count | area (um^2) | area share
well taps | 77 | 96.3 | 0.0245
multi-input cells | 260 | 2260 | 0.576
repair buffers | 116 | 1120 | 0.286
flip-flops and latches | 4 | 100 | 0.0255
inverters | 81 | 304 | 0.0773
clock buffers | 3 | 41.3 | 0.0105
-- layout by cell type (no fill, tap or decap), types with 4 or more instances in the layout --
master           netlist  layout
clkdlybuf4s50_1        0     100
inv_1                 81      81
ha_1                  75      75
mux2i_1               36      34
a21oi_1               35      33
nor2_1                29      28
buf_4                  1      15
a21o_1                12      12
nand4_1                9       9
nor4_1                 9       8
nand2_1                9       8
o21ai_1                5       6
dfrtn_1                4       4
-- critical path, stage by stage --
cell             delay [ps]
clkdlybuf4s50_1         480
inv_1                    60
ha_1                    200
or2_0                   220
o221ai_2                200
a311oi_4                150
buf_4                   170
nor4_4                  380
buf_4                   290
buf_4                   190
nor2_1                   50
a21oi_1                 230
inv_1                    80
ha_1                    200
a21o_1                  150
a21o_1                  170
a211o_1                 300
o21bai_1                180
o21a_2                  240
and3_1                  160
-- path summary, 6_finish.rpt --
path	from	end	cells after the start
worst min-delay path	i_b[9]	o_result[9]	4
max in group asynchronous	i_rst_n	r_index[1]$_DFF_NN0_	1
worst max-delay path	i_b[2]	r_index[1]$_DFF_NN0_	20
min in group asynchronous	i_rst_n	r_index[3]$_DFF_NN0_	1
-- routing by layer --
layer	wire (um)	GRT usage	part of all wire	vias up
met5	0	0	0	-
li1	-	-	-	1447
met2	3520	0.371	0.44	66
met4	15	0.0125	0.0019	0
met1	4020	0.348	0.51	1225
met3	361	0.0272	0.046	2
-- cell families (layout without fill, tap and decap cells) --
group / count (synthesis) / count (layout)
buffers and inverters: 89 / 200
DFF: 4 / 4
AOI/OAI and AO/OA: 69 / 69
adders and majority gates: 75 / 75
muxes: 37 / 37
and+or+nand+nor: 78 / 79
-- power groups by stage --
stage / Sequential (mW) / Clock, mW / Combinational (mW)
4_1_cts: 0.0149 / 0.0240 / 0.185
5_1_grt: 0.0151 / 0.0256 / 0.209
6_report: 0.0149 / 0.0236 / 0.189
Power figures rest on the tool's default switching activity, not on a simulated workload.
